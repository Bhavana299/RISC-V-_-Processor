==> flow/design.v <==
module Branch_target(
    input [31:0] pc,
    input [31:0] immx,
    output [31:0] PCTarget
);
    assign PCTarget = pc + immx;
endmodule
==> flow/run.sh <==
#!/bin/bash
# OpenROAD 26Q1-2900-gdf79404cd8, Yosys 0.63+post, stock flow scripts
make -C /OpenROAD-flow-scripts/flow DESIGN_CONFIG=/design/flow/config.mk WORK_HOME=/design/flow/orfs finish
==> flow/config.mk <==
export PLATFORM = sky130hd
export DESIGN_NAME = Branch_target
export DESIGN_NICKNAME = Branch_target
export VERILOG_FILES = /design/flow/design.v
export SDC_FILE = /design/flow/constraint.sdc
export NUM_CORES = 4
export LEC_CHECK = 1
export CORE_AREA = 10 10 107 107
export DIE_AREA = 0 0 117 117
export SYNTH_HDL_FRONTEND = slang
==> flow/constraint.sdc <==
current_design Branch_target

set clk_period 24.1
set clk_io_pct 0.2

create_clock -name clk0 -period $clk_period

set non_clock_inputs [all_inputs -no_clocks]
set_input_delay [expr $clk_period * $clk_io_pct] -clock clk0 $non_clock_inputs
set_output_delay [expr $clk_period * $clk_io_pct] -clock clk0 [all_outputs]
==> flow_summary.json <==
{
  "top_area_cell": "ha_1",
  "ff_count": 0,
  "power.leakage_nw": 1.18,
  "cap_violations": 0,
  "p_sw_uw": 33.0,
  "synth_warnings": 0,
  "antenna_found_initial": 0,
  "setup_ws_ns": 11.45,
  "combinationalPowerShare": 1.000,
  "synth_area_sq_um": 1740,
  "layout-drive-gt1-share": 0.0307,
  "min_period_ns": 12.65,
  "grt_pass1_vias": 2126,
  "syn_inst": 241,
  "fmax_mhz": 79.1,
  "fill_cells": 974,
  "die_w_um": 117,
  "avgSynthCellArea_sq_um": 7.24,
  "slew_headroom": 0.655,
  "grt_overflow": 0,
  "p_sw_frac": 0.405,
  "clock_buffers": 0,
  "hold_class": "input pin to output port",
  "drc_errors": 0,
  "finalSetupViolCount": 0,
  "cp_slowest_stage_delay_ns": 0.50,
  "place_worst_setup_slack_ns": 11.45,
  "crit_family": "AND-OR/OR-AND gates",
  "finalHoldViolations": 0,
  "logic_area_sq_um": 1680,
  "topCellsByArea": "ha_1 22%, a21oi_1 8.3%, a21o_1 8.2%",
  "gp_congestion": 0.822,
  "ir_drop_mv": 0.0103,
  "fp_util": 0.190,
  "grt_max_degree": 11,
  "lay_top_cells": "96 x clkdlybuf4s50_1, 31 x ha_1, 29 x a21oi_1, 19 x a21o_1, 18 x nand2_1",
  "port_buffers": 96,
  "critPathBufInv": 2,
  "synthDistinctLibCells": 50,
  "seq_area_frac_synth": 0,
  "status": "finished, final reports clean",
  "post_cts_buffers": 0,
  "via_per_inst": 4.75,
  "power.share.clock": 0,
  "ioPinCount": 96,
  "num_vias": 2075,
  "critPathKind": "input pin to output port",
  "grt_usage": 0.0886,
  "first_iter_violations": 88,
  "drt_pass1_iterations": 4,
  "start_kind": "input pin",
  "avgRoutedWirePerCell_um": 14.4,
  "num_antenna_cells": 0,
  "area_delta_synth_final_pct": 60.5,
  "coreArea_sq_um": 9200,
  "grt_first_pass_wirelength_um": 10200,
  "layout_top_cell": "clkdlybuf4s50_1",
  "fin_cells": 437,
  "warning_count": 32,
  "wl_um": 6290,
  "chip_area_sq_um": 13700,
  "yosys-stat-area_sq_um": 1740,
  "post-route-period-util": 0.525,
  "rows": 35,
  "post-place-cells": 437,
  "arrival_ns": 7.83,
  "top_cell_area_share": 0.222,
  "ctsResizeCount": 0,
  "ctsHoldBuffers": 0,
  "tns_ns": 0,
  "endpoint_kind": "output port",
  "cp.required_ns": 19.28,
  "cp_common_cell": "clkdlybuf4s50_1",
  "crit_path_top_delay_cell": "clkdlybuf4s50_1",
  "crit_chain": "clkdlybuf4s50_1 > ha_1 > fa_1 > a21o_1 > a31o_2 > nand3_1 > o221ai_1 > a311oi_1 > o21bai_1 > xor2_1 > clkdlybuf4s50_1",
  "power_frac_seq": 0,
  "seq_area_sq_um": 0,
  "power.internal_uw": 48.4,
  "drtAntennaViolNets": 0,
  "cp_max_fo": 4,
  "yosysCellCount": 241,
  "power.density_nw_per_um2": 29.1,
  "rsz0062_at_grt": "no",
  "dp_hpwl_um": 5560,
  "finalMaxSlewViolations": 0,
  "worst_slew_pin_slew_ns": 0.504,
  "dieHeight_um": 117
}
-- power by group through the flow --
stage / logic, mW / clock network (mW) / registers, mW
after CTS: 0.0829 / 0 / 0
after global routing: 0.0909 / 0 / 0
final: 0.0815 / 0 / 0
-- Yosys cell counts, drive strengths merged, types with 2 or more instances --
master,count
nand4,8
ha,31
a21oi,29
a311oi,3
or2,3
o21a,2
xor2,15
nor3,4
a31oi,3
nand3,10
buf,3
a211oi,3
inv,6
a21o,19
xnor2,13
nor2,12
nand2,18
o21ai,15
o221ai,2
clkbuf,8
nand2b,2
o211ai,3
o21bai,5
mux2i,2
o311ai,2
-- cell families after synthesis --
family                     synth area share
AOI/OAI and AO/OA                     0.393
xor gates and xnor gates              0.141
adders and majority gates             0.234
buffers and inverters                0.0380
muxes                                0.0115
and+or+nand+nor                       0.183
-- through the flow --
step | hold WS (ns) | area [sq um] | utilization | total power, mW
2_1_floorplan | 9.71 | 1740 | - | 0.0385
3_3_place_gp | 10.67 | 2800 | 0.304 | 0.0822
3_5_place_dp | 10.68 | 2800 | 0.304 | 0.0821
4_1_cts | 10.68 | 2800 | 0.304 | 0.0829
5_1_grt | 10.72 | 2800 | 0.304 | 0.0909
6_report | 10.67 | 2800 | 0.304 | 0.0815
-- path summary, 6_finish.rpt --
check / slack (ns) / from / cells after the start / end
setup / recovery: 11.45 / pc[0] / 11 / PCTarget[26]
hold / removal: 10.67 / immx[0] / 3 / PCTarget[0]
-- layout make-up --
| class | instances | area share |
|---|---|---|
| Multi-Input combinational cell | 224 | 0.599 |
| Timing Repair Buffer | 96 | 0.343 |
| Tap cell | 111 | 0.0496 |
| Inverter | 6 | 0.00804 |
-- routing by layer --
| metal | vias up | part of all wire | track usage |
|---|---|---|---|
| li1 | 1094 | - | - |
| met2 | 60 | 0.45 | 0.149 |
| met4 | 0 | 0 | 0.000824 |
| met5 | - | 0 | 0 |
| met3 | 0 | 0.11 | 0.0315 |
| met1 | 921 | 0.44 | 0.113 |
Power and IR drop assume default switching activity.
