==> design/flow/design.v <==
module ALU_32b(
    input  [2:0]  ALUControl,    
    input  [31:0] srcA,          
    input  [31:0] srcB,          
    output reg [31:0] ALUResult,
    output        zero,          
    output        sign           
);
    always @(*) begin
        case(ALUControl)
            3'b010: ALUResult = srcA + srcB;            
            3'b110: ALUResult = srcA - srcB;            
            3'b000: ALUResult = srcA & srcB;            
            3'b001: ALUResult = srcA | srcB;            
            3'b111: ALUResult = (srcA < srcB) ? 32'b1 : 32'b0;  
            default: ALUResult = 32'b0;
        endcase
    end
    assign zero = (ALUResult == 0);
    assign sign = ALUResult[31];
endmodule
module DataMemory (
    input clk,
    input WE,   
    input [31:0] Address,
    input [31:0] WD,         
    output [31:0] RD         
);
    reg [31:0] mem [0:255];
    assign RD = mem[Address[9:2]];   
    always @(posedge clk) begin
        if (WE) begin
            mem[Address[9:2]] <= WD;
        end
    end
endmodule
module EX(
    input clk,
    input reset,
    input [31:0] rd1,
    input [31:0] rd2,
    input [31:0] immx,
    input [2:0] ALUControl,
    input ALUSrc,
    output [31:0] ALUResult,
    output [31:0] WriteData,
    output Zero                      
);
    wire [31:0] srcB;
    wire sign;
    assign WriteData = rd2;
    assign srcB = ALUSrc ? immx : rd2;
    ALU_32b alu_inst (
        .ALUControl(ALUControl),
        .srcA(rd1),
        .srcB(srcB),
        .ALUResult(ALUResult),
        .zero(Zero),
        .sign(sign)                
    );
endmodule
module IF(
    input clk,
    input reset,
    input [31:0] PCNext,
    output reg [31:0] pc_out,
    output reg [31:0] instr_out
);
    reg [31:0] instr_mem[0:255];
    initial begin
        $readmemh("C:/Users/Bhavs/OneDrive/Documents/Modelsim projects/program.hex", instr_mem);
    end
    always @(posedge clk or posedge reset) begin
        if (reset)
         begin
            pc_out <= 0;
            instr_out=32'b0;
          end
        else
          begin
            pc_out <= PCNext;
            instr_out <= instr_mem[pc_out[9:2]];
           end
    end
endmodule
module Imm_ext(instr_out,ImmSrc,immx);
input [31:0]instr_out;
input [1:0]ImmSrc;
output reg [31:0]immx;
always@(*)begin
case(ImmSrc)
2'b00: immx <= {{20{instr_out[31]}}, instr_out[31:20]};  
2'b01: immx <= {{20{instr_out[31]}}, instr_out[31:25], instr_out[11:7]};  
2'b10: immx <= {{19{instr_out[31]}}, instr_out[31], instr_out[7], instr_out[30:25], instr_out[11:8], 1'b0};  
2'b11: immx <= {{11{instr_out[31]}}, instr_out[31], instr_out[19:12], instr_out[20], instr_out[30:21], 1'b0};  
default:immx <= 32'b0;
endcase
end
endmodule
module ID(
    input [31:0] instr_out,
    input WE3,
    input clk,
    input [31:0] WD3,
    input [4:0] rd,
    output reg [31:0] rd1,
    output reg [31:0] rd2,
    output [31:0] reg_x1,
    output [31:0] reg_x2,
    output [31:0] reg_x3,
    output [31:0] reg_x4,
    output [31:0] reg_x5,
    output [31:0] reg_x6,
    output [31:0] reg_x7,
    output [31:0] reg_x8
);
    reg [31:0] reg_file [0:31];
    integer i;
    initial begin
        for (i = 0; i < 32; i = i + 1)
            reg_file[i] = 0;
    end
    wire [4:0] rs1 = instr_out[19:15];
    wire [4:0] rs2 = instr_out[24:20];
    always @(*) begin
        rd1 = reg_file[rs1];
        rd2 = reg_file[rs2];
    end
    always @(posedge clk) begin
        if (WE3 && (rd != 0))
            reg_file[rd] <= WD3;
    end
    assign reg_x1 = reg_file[1];
    assign reg_x2 = reg_file[2];
    assign reg_x3 = reg_file[3];
    assign reg_x4 = reg_file[4];
    assign reg_x5 = reg_file[5];
    assign reg_x6 = reg_file[6];
    assign reg_x7 = reg_file[7];
    assign reg_x8 = reg_file[8];
endmodule
module Control_unit(
    input reset,
    input [6:0] op,
    input [2:0] funct3,
    input [6:0] funct7,
    input zero,
    output reg PCSrc,
    output reg ResultSrc,
    output reg MemWrite,
    output reg [2:0] ALUControl,
    output reg ALUSrc,
    output reg [1:0] ImmSrc,
    output reg RegWrite
);
    always @(*) begin
        PCSrc      = 0;
        ResultSrc  = 0;
        MemWrite   = 0;
        ALUControl = 3'b010;
        ALUSrc     = 0;
        ImmSrc     = 2'b00;
        RegWrite   = 0;
        if (reset)
            {PCSrc, ResultSrc, MemWrite, ALUControl, ALUSrc, ImmSrc, RegWrite} = 0;
        else begin
            if (op == 7'b0110011) begin  
                RegWrite = 1; ALUSrc = 0; ImmSrc = 2'b00; ResultSrc = 0; MemWrite = 0;
                case ({funct7, funct3})
                    {7'b0000000, 3'b000}: ALUControl = 3'b010;  
                    {7'b0100000, 3'b000}: ALUControl = 3'b110;  
                    {7'b0000000, 3'b111}: ALUControl = 3'b000;  
                    {7'b0000000, 3'b110}: ALUControl = 3'b001;  
                    default: ALUControl = 3'b010;
                endcase
            end
            else if (op == 7'b0010011) begin  
                RegWrite = 1; ALUSrc = 1; ImmSrc = 2'b00; ResultSrc = 0; MemWrite = 0; ALUControl = 3'b010;
            end
            else if (op == 7'b0000011) begin  
                RegWrite = 1; ALUSrc = 1; ImmSrc = 2'b00; ResultSrc = 1; MemWrite = 0; ALUControl = 3'b010;
            end
            else if (op == 7'b0100011) begin  
                RegWrite = 0; ALUSrc = 1; ImmSrc = 2'b01; ResultSrc = 0; MemWrite = 1; ALUControl = 3'b010;
            end
            else if (op == 7'b1100011) begin  
                RegWrite = 0; ALUSrc = 0; ImmSrc = 2'b10; ResultSrc = 0; MemWrite = 0; ALUControl = 3'b110;
                PCSrc = zero;  
            end
            else if (op == 7'b1101111) begin  
                RegWrite = 1; ALUSrc = 0; ImmSrc = 2'b11; ResultSrc = 0; MemWrite = 0; ALUControl = 3'b010;
                PCSrc = 1;
            end
        end
    end
endmodule
module TopModule(
    input clk,
    input reset,
    output [31:0] pc_val,
    output [31:0] instr_val,
    output [31:0] reg_x1_val,
    output [31:0] reg_x2_val,
    output [31:0] reg_x3_val,
    output [31:0] reg_x4_val,
    output [31:0] reg_x5_val,
    output [31:0] reg_x6_val,
    output [31:0] reg_x7_val,
    output [31:0] reg_x8_val
);
    wire [31:0] pc_out, instr_out, rd1, rd2, immx;
    wire [31:0] ALUResult, WriteData, ReadData, Result;
    wire [2:0] ALUControl;
    wire [6:0] op, funct7;
    wire [2:0] funct3;
    wire Zero, PCSrc, ResultSrc, MemWrite, ALUSrc, RegWrite;
    wire [1:0] ImmSrc;
    wire [31:0] PCNext, PCTarget, PCPlus4;
wire [4:0] rd = instr_out[11:7];
    IF if_stage(
        .clk(clk),
        .reset(reset),
        .PCNext(PCNext),
        .pc_out(pc_out),
        .instr_out(instr_out)
    );
    assign op     = instr_out[6:0];
    assign funct3 = instr_out[14:12];
    assign funct7 = instr_out[31:25];
    assign PCPlus4 = pc_out + 4;
    Imm_ext imm_ext(
        .instr_out(instr_out),
        .ImmSrc(ImmSrc),
        .immx(immx)
    );
    assign PCTarget = pc_out + immx;  
    Control_unit control(
        .reset(reset),
        .op(op),
        .funct3(funct3),
        .funct7(funct7),
        .zero(Zero),
        .PCSrc(PCSrc),
        .ResultSrc(ResultSrc),
        .MemWrite(MemWrite),
        .ALUControl(ALUControl),
        .ALUSrc(ALUSrc),
        .ImmSrc(ImmSrc),
        .RegWrite(RegWrite)
    );
    ID id_stage(
        .instr_out(instr_out),
        .clk(clk),
        .WE3(RegWrite),
        .WD3(Result),
        .rd1(rd1),
        .rd2(rd2),
         .rd(rd),
        .reg_x1(reg_x1_val),
        .reg_x2(reg_x2_val),
        .reg_x3(reg_x3_val),
        .reg_x4(reg_x4_val),
        .reg_x5(reg_x5_val),
        .reg_x6(reg_x6_val),
        .reg_x7(reg_x7_val),
        .reg_x8(reg_x8_val)
    );
    EX ex_stage(
        .clk(clk),
        .reset(reset),
        .rd1(rd1),
        .rd2(rd2),
        .immx(immx),
        .ALUControl(ALUControl),
        .ALUSrc(ALUSrc),
        .ALUResult(ALUResult),
        .WriteData(WriteData),
        .Zero(Zero)
    );
    DataMemory dmem(
        .clk(clk),
        .WE(MemWrite),
        .Address(ALUResult),
        .WD(WriteData),
        .RD(ReadData)
    );
    assign PCNext = (PCSrc) ? PCTarget : PCPlus4;
    assign Result = (op == 7'b1101111) ? PCPlus4 :
                    (ResultSrc ? ReadData : ALUResult);
    assign pc_val     = pc_out;
    assign instr_val  = instr_out;
endmodule
==> design/flow/run.sh <==
#!/bin/bash
# OpenROAD 26Q1-2900-gdf79404cd8, Yosys 0.63+post, stock flow scripts
make -C /OpenROAD-flow-scripts/flow DESIGN_CONFIG=/design/flow/config.mk WORK_HOME=/design/flow/orfs finish
==> design/flow/config.mk <==
export PLATFORM = sky130hd
export DESIGN_NAME = TopModule
export DESIGN_NICKNAME = TopModule
export VERILOG_FILES = /design/flow/design.v
export SDC_FILE = /design/flow/constraint.sdc
export NUM_CORES = 4
export LEC_CHECK = 1
export CORE_AREA = 10 10 131 131
export DIE_AREA = 0 0 141 141
export SYNTH_HDL_FRONTEND = slang
export SYNTH_MEMORY_MAX_BITS = 65536
==> design/flow/constraint.sdc <==
current_design TopModule

set clk_period 4.4
set clk_io_pct 0.2

create_clock -name clk0 -period $clk_period [get_ports {clk}]

set non_clock_inputs [all_inputs -no_clocks]
set_input_delay [expr $clk_period * $clk_io_pct] -clock clk0 $non_clock_inputs
set_output_delay [expr $clk_period * $clk_io_pct] -clock clk0 [all_outputs]
==> results.txt <==
run results: setup slack after layout=2.23 ns, grt total ovfl=0, Dominant comb cell=buffers and inverters, run status=complete, no violations, Antenna Nets Post-Route=0, via-per-instance ratio=2.73, CTS tree=yes, Synth-to-Final Area Change=-11.9%, Crit Path Max Fanout=6, post-cts sizing count=0, die height=141 um, Clock Skew=0.00282 ns, biggest regs=if_stage.pc_out x30, Final Setup Violations=0, distinct lib cells=22, RSZ-0062 raised after global routing=false, buffer depth of the longest clock path=2, Synth area leader=buf_4, routability cong.=0.839, Yosys chip area=3550 sq um, Avg WL per Cell=11.6 um, TritonCTS Sinks=30, CP Capture Type=primary output, placed wire-length estimate=6540 um, max FFs per register=30, Antenna diodes=0, yosys adder share=0.353%, Cell area leaders=buf_4 61%, dfrtp_1 21%, xnor2_1 3.9%, Worst-path clk slew=0.05 ns, Pins Over Slew Limit=0, first-pass GRT wire length=10600 um, Remaining DRCs=0, drt pass-1 iters=4, aoi share=0%, port buffer count=31, critical path, cell by cell=clkdlybuf4s50_1, Post-CTS Setup Bufs=0, fp util=24.6%, largest net degree at the start of global routing=31, HP Class=register to register, slew margin rel.=55.5%, Ys Warns=0, CORE AREA=14400 sq um, worst-skew pair later-pin latency=0.27 ns, Setup TNS=0 ns, top cell family by delay on the critical path=buffers and inverters, vias in the first global route=1958, total CTS buffers=5, Post-Place Worst Slack=2.48 ns, Avg Inst Size Synth=8.76 sq um, Total GRT Usage=6.31%, CP max stage delay=0.54 ns, root buffer selected by CTS=clkbuf_16, Pwr Density=195 nW/um^2, worst slew pin tran=0.661 ns, worst path bufs/invs=1, post-synthesis cell count=405, Worst path slowest cell=clkdlybuf4s50_1, detailed-route via count=1707, Yosys Instances=405, hold buffer count at CTS=0, max-cap violations=0, row cnt=44, largest register by flop count=if_stage.pc_out, Ports=322, htree depth=2, Chip Width=141 um, share of cells above drive strength 1=2.71%, DRT Wirelength=7290 um, crit start category=register, post-synthesis sequential area ratio=21.2%, minimum clock period=2.17 ns, final tally of hold violations=0, Synth mux share=0%, Tcrit/Tclk final=49.3%, critical path class=register to primary output, initial antenna violation count=0, leakage power total=0.00178 uW, Iteration-0 DRC Markers=43, FF+latch count, synth=30, Simple-Gate Area Share=9.59%, xor/xnor share=6.91%, worst path required time=3.52 ns, tool warnings=25, VDD IR-drop max=121 uV, die area=19900 sq um, CP Data Arrival Time=1.29 ns, Synth top area share=61.4%, Netlist Area Pre-Place=3550 sq um, fmax=461 MHz, WHS=0.472 ns
## path summary, 6_finish.rpt
check                                                      to  slack, ns                           from  cells past startpoint
worst max register to register  if_stage.pc_out[30]$_DFF_PP0_       2.50   if_stage.pc_out[2]$_DFF_PP0_                      5
min in group asynchronous       if_stage.pc_out[31]$_DFF_PP0_       1.00                          reset                      3
max in group asynchronous       if_stage.pc_out[16]$_DFF_PP0_       3.12                          reset                      3
worst max-delay path                                pc_val[6]       2.23   if_stage.pc_out[6]$_DFF_PP0_                      1
worst min register to register  if_stage.pc_out[31]$_DFF_PP0_       0.47  if_stage.pc_out[31]$_DFF_PP0_                      1
worst min-delay path            if_stage.pc_out[31]$_DFF_PP0_       0.47  if_stage.pc_out[31]$_DFF_PP0_                      1
## placed cells by master (no fill, tap or decap), types with 2 or more instances in the layout
cell             instances
and2_1                   3
and4_1                   3
clkbuf_1                 2
clkbuf_16                5
clkdlybuf4s50_1         31
conb_1                 290
dfrtp_1                 30
inv_1                    2
nand2_1                 10
nand3_1                 12
nand4_1                  6
nor2_1                   5
nor3_1                   3
nor4_1                   2
nor4_2                   2
nor4_4                   2
xnor2_1                 16
xor2_1                  12
## routing by layer
| layer | vias up | GRT usage (%) | part of all wire [%] |
|---|---|---|---|
| li1 | 766 | - | - |
| met1 | 779 | 6.86 | 35 |
| met2 | 151 | 10.9 | 52 |
| met3 | 11 | 3.41 | 12 |
| met4 | 0 | 0.815 | 1.2 |
| met5 | - | 0 | 0 |
## worst reg2reg max path, delay by kind of cell (launching register included)
| family | cells | cell delay [ns] |
|---|---|---|
| and+or+nand+nor | 3 | 1.05 |
| DFF | 1 | 0.41 |
| adders and majority gates | 1 | 0.20 |
| xor gates and xnor gates | 1 | 0.16 |
## cells in the mapped netlist
| library cell | n |
|---|---|
| nand3_1 | 12 |
| conb_1 | 1 |
| and4_1 | 3 |
| nand2_1 | 10 |
| nand4_1 | 6 |
| buf_4 | 290 |
| nor4_4 | 2 |
| and2_1 | 3 |
| inv_1 | 2 |
| nand4_4 | 1 |
| nand4_2 | 1 |
| xnor2_1 | 16 |
| nor4_1 | 2 |
| nor4_2 | 2 |
| ha_1 | 1 |
| nor3_1 | 3 |
| xor2_1 | 12 |
| and3_1 | 1 |
| buf_6 | 1 |
| or3_1 | 1 |
| nor2_1 | 5 |
| dfrtp_1 | 30 |
## per-stage QoR
stage                     total power [uW]  utilization (%)  area [sq um]  instances
after floorplan                        468                -          4630        694
after global placement                 316             20.7          2990        619
after detailed placement               314             20.7          2990        619
after CTS                              626             21.7          3130        626
after global routing                   651             21.7          3130        626
final                                  611             21.7          3130        626
## kinds of logic after synthesis
| kind of cell | count (synthesis) |
|---|---|
| adder cells (fa/ha/maj) | 1 |
| buffers and inverters | 293 |
| other | 1 |
| XOR/XNOR | 28 |
| AND/OR/NAND/NOR | 52 |
| flip-flops | 30 |
## layout make-up
type,count,area [sq um]
fillers,1597,11300
multi-input cells,371,1690
flip-flops and latches,30,751
repair buffers,32,318
well taps,184,230
clock buffers,7,133
inverters,2,7.51
## where the power goes
part           switching [uW]  total [uW]  internal [uW]  leakage [uW]
clock                     102         307            205     0.0000640
combinational            25.7        27.2           1.42       0.00131
sequential                  0         277            277      0.000410
No activity file was given, so power comes from the tool's default toggle rates.
